--- /design/flow/config.mk ---
export PLATFORM = sky130hd
export DESIGN_NAME = addition_s
export DESIGN_NICKNAME = addition_s
export VERILOG_FILES = /design/flow/design.v
export SDC_FILE = /design/flow/constraint.sdc
export NUM_CORES = 4
export LEC_CHECK = 1
export CORE_UTILIZATION = 30
--- /design/flow/constraint.sdc ---
current_design addition_s

set clk_period 17.9
set clk_io_pct 0.2

create_clock -name clk0 -period $clk_period

set non_clock_inputs [all_inputs -no_clocks]
set_input_delay [expr $clk_period * $clk_io_pct] -clock clk0 $non_clock_inputs
set_output_delay [expr $clk_period * $clk_io_pct] -clock clk0 [all_outputs]
--- /design/flow/design.v ---
module addition_s(
    input sign_a,
    input sign_b,
    input [23:0] a,b,
    output reg [24:0] res,
    output reg sign_res
    );
    always @(*) begin
        if (sign_a == sign_b) begin
            sign_res = sign_a;   
            res = a+b;
        end
        else if (a >= b) begin
            res = a - b;
            sign_res = sign_a;
        end
        else begin
            res = b - a;
            sign_res = sign_b;
        end
    end
endmodule
--- /design/flow/run.sh ---
#!/bin/bash
# OpenROAD 26Q1-2900-gdf79404cd8, Yosys 0.63+post, stock flow scripts
make -C /OpenROAD-flow-scripts/flow DESIGN_CONFIG=/design/flow/config.mk WORK_HOME=/design/flow/orfs finish
==> flow_metrics.tcl <==
# yosys + openroad results
set metrics [dict create \
    yosysWarningCount 1 \
    placeableCoreArea_mm2 0.0120 \
    power.density_cell_area_mw_per_mm2 39.3 \
    timing.max_cap.violations 0 \
    cts_hold_repair.buffers 0 \
    wire_per_inst_um 15.3 \
    worst_ep_required_time_ps 14320 \
    die.size.x_um 113 \
    min_delay_path_depth 4 \
    mappedNetlistArea_mm2 0.00370 \
    initialDrtViolationCount 296 \
    endpoint_kind "output port" \
    postLayoutCoreUtil 0.381 \
    grt.overflow.total 0 \
    initial_core_util 0.308 \
    finalWorstPathRequiredPeriod_ps 11580 \
    grt_antenna_before_repair 0 \
    synth-area-yosys_mm2 0.00370 \
    most_area_hungry_cell_type_in_the_yosys_netlist "sky130_fd_sc_hd__ha_1" \
    first_global_vias 3905 \
    postPlaceCellArea_mm2 0.00457 \
    clock_buffer_count 0 \
    std_cell_rows 40 \
    via_count 4108 \
    area_growth_pct 23.5 \
    worst_hold_path_type "in -> out" \
    finalClockPeriodUsage 0.647 \
    leakage_nw 2.13 \
    gp_congestion 0.918 \
    finish.instance_area_mm2 0.00457 \
    yosysCellCount 565 \
    crit_fanout 28 \
    grt_first_pass_wirelength_mm 19.3 \
    fin_ws_ps 6320 \
    i_o_pins 76 \
    vias_per_cell 5.38 \
    post_cts.repair.setup_buffers 0 \
    route.antenna.remaining_nets 0 \
    post_synth_inst_count 565 \
    max_slew.worst_pin.slew_ps 891 \
    worst_setup_path_start_kind "primary input" \
    fmax_mhz 86.3 \
    post_layout_nonfiller_instances 764 \
    finalPower_uw 180 \
    relSlewSlack 0.400 \
    die_h_um 113 \
    route.antenna.diode_count 0 \
    report.final.slew_viol_count 0 \
    run_status "complete, no violations" \
    synth_top_area_share 0.253 \
    setup_total_negative_slack_ps 0 \
    worstHoldEndpoint "sign_res" \
    peakVddDrop_mv 0.0184 \
    cp_data_arrival_time_ps 8000 \
    multi_input_comb_area_mm2 0.00331 \
    die_area_mm2 0.0128 \
    grt_usage 0.186 \
    cts.repair.resized 0 \
    setup_repair_after_global_routing_missed_its_margin "false" \
    maximum_number_of_pins_on_one_net_before_global_route_repair 35 \
    worstHoldStart "sign_a" \
    post_place_setup_slack_ps 6370 \
    wirelength_mm 11.7 \
    netlist-cell-type-count 55 \
    report.final.setup_viol 0 \
    log.warning_count 83 \
    post_synth.cell_area_avg_um2 6.56 \
    finalHoldViolCount 0 \
    design.seq.count 0 \
    synthTopCellsByArea "sky130_fd_sc_hd__ha_1 (25%), sky130_fd_sc_hd__a21oi_1 (9.2%), sky130_fd_sc_hd__inv_1 (7.3%), sky130_fd_sc_hd__nor2_1 (5.4%), sky130_fd_sc_hd__xnor2_1 (5.0%)" \
    seqCellArea_um2 0 \
    final.fill_count 1257 \
    numPortBuffers 76 \
    timing.setup.critical_path_class "in -> out" \
    route.detailed.drc 0 \
    placedCellCount 764 \
    drtPass1Iterations 5 \
    holdWs_ps 8230 \
    dpl.hpwl_mm 9.61 \
    ys_seq_frac 0 \
    fraction_of_layout_instances_using_a_drive_strength_above_1 0.0211 \
]
## layer usage
layer | track usage | wire [um] | vias up
li1 | - | - | 2103
met1 | 0.276 | 5710 | 1851
met2 | 0.305 | 5240 | 148
met3 | 0.0169 | 706 | 6
met4 | 0.0114 | 48 | 0
met5 | 0 | 0 | -
## how the worst max path moves through the flow
stage / depth (start not counted) / from / endpoint
finish: 13 / a[10] / res[24]
global route: 13 / a[10] / res[24]
CTS: 13 / a[10] / res[20]
## synthesized netlist by cell type, types with 4 or more instances
cell	n
sky130_fd_sc_hd__ha_1	75
sky130_fd_sc_hd__inv_1	72
sky130_fd_sc_hd__a21oi_1	68
sky130_fd_sc_hd__nor2_1	53
sky130_fd_sc_hd__nand2_1	38
sky130_fd_sc_hd__o21ai_0	33
sky130_fd_sc_hd__clkbuf_1	22
sky130_fd_sc_hd__xnor2_1	21
sky130_fd_sc_hd__a21o_1	18
sky130_fd_sc_hd__nor3_1	13
sky130_fd_sc_hd__o211ai_1	11
sky130_fd_sc_hd__a31oi_1	9
sky130_fd_sc_hd__o31ai_1	9
sky130_fd_sc_hd__nand4_1	8
sky130_fd_sc_hd__o21bai_1	8
sky130_fd_sc_hd__mux2i_1	7
sky130_fd_sc_hd__nor2b_1	7
sky130_fd_sc_hd__o21a_1	7
sky130_fd_sc_hd__buf_2	6
sky130_fd_sc_hd__nand2b_1	6
sky130_fd_sc_hd__a311oi_1	5
sky130_fd_sc_hd__nand3_1	5
sky130_fd_sc_hd__a211oi_1	4
sky130_fd_sc_hd__and3_1	4
sky130_fd_sc_hd__nor4_1	4
## kinds of logic after synthesis
group | Yosys count | synth area share
AOI/OAI and AO/OA | 202 | 0.350
xor gates and xnor gates | 24 | 0.0567
adders and majority gates | 78 | 0.270
buffers and inverters | 102 | 0.107
muxes | 9 | 0.0260
and+or+nand+nor | 150 | 0.190
## final cells by class
class / instances / share of cell area
multi-input combinational: 463 / 0.725
timing repair buffer: 82 / 0.176
inverter: 72 / 0.0591
tap: 147 / 0.0402
## worst max-delay path: stages
cell and delay [ps]:
sky130_fd_sc_hd__clkdlybuf4s50_1 500, sky130_fd_sc_hd__inv_1 60, sky130_fd_sc_hd__ha_1 480, sky130_fd_sc_hd__and4_4 290
sky130_fd_sc_hd__nor3b_1 150, sky130_fd_sc_hd__a221o_1 370, sky130_fd_sc_hd__or3_4 420, sky130_fd_sc_hd__o21ai_4 610
sky130_fd_sc_hd__a311oi_1 180, sky130_fd_sc_hd__nor4_1 440, sky130_fd_sc_hd__o21ai_0 240, sky130_fd_sc_hd__a31o_1 270
sky130_fd_sc_hd__clkdlybuf4s50_1 400
## cell usage in the layout (no fill, tap or decap), types with 4 or more instances in the layout
master and count:
sky130_fd_sc_hd__nor2_1 53, sky130_fd_sc_hd__o21ai_0 33, sky130_fd_sc_hd__a311oi_1 5, sky130_fd_sc_hd__nand2_1 38, sky130_fd_sc_hd__mux2i_1 7, sky130_fd_sc_hd__and3_1 4, sky130_fd_sc_hd__buf_4 6, sky130_fd_sc_hd__a21oi_1 68
sky130_fd_sc_hd__clkdlybuf4s50_1 76, sky130_fd_sc_hd__nand4_1 8, sky130_fd_sc_hd__o31ai_1 9, sky130_fd_sc_hd__nor3_1 13, sky130_fd_sc_hd__a31oi_1 9, sky130_fd_sc_hd__ha_1 75, sky130_fd_sc_hd__nor2b_1 7, sky130_fd_sc_hd__nor4_1 4
sky130_fd_sc_hd__inv_1 72, sky130_fd_sc_hd__o21bai_1 8, sky130_fd_sc_hd__a211oi_1 4, sky130_fd_sc_hd__xnor2_1 21, sky130_fd_sc_hd__o21a_1 7, sky130_fd_sc_hd__a21o_1 18, sky130_fd_sc_hd__nand2b_1 6, sky130_fd_sc_hd__o211ai_1 11
sky130_fd_sc_hd__nand3_1 5
## where the power goes
group | internal, mW | switching [mW]
Sequential | 0 | 0
Clock | 0 | 0
Combinational | 0.0887 | 0.0912
Total | 0.0887 | 0.0912
No activity file was given, so power comes from the tool's default toggle rates.
