**design.v**
```verilog
module compare_and_shift (
    input [7:0] exp_a,
    input [7:0] exp_b,
    input [23:0] man_a,
    input [23:0] man_b,
    output reg [23:0] al_man_a,
    output reg [23:0] al_man_b,
    output reg [7:0] shift
);
    always @(*) begin
        if (exp_a > exp_b) begin
            shift = exp_a - exp_b;
            al_man_a = man_a;
            al_man_b = man_b >> shift;
        end else begin
            shift = exp_b - exp_a;
            al_man_a = man_a >> shift;
            al_man_b = man_b;
        end
    end
endmodule
```
**run.sh**
```bash
#!/bin/bash
# OpenROAD 26Q1-2900-gdf79404cd8, Yosys 0.63+post, stock flow scripts
make -C /OpenROAD-flow-scripts/flow DESIGN_CONFIG=/design/flow/config.mk WORK_HOME=/design/flow/orfs finish
```
**config.mk**
```make
export PLATFORM = sky130hd
export DESIGN_NAME = compare_and_shift
export DESIGN_NICKNAME = compare_and_shift
export VERILOG_FILES = /design/flow/design.v
export SDC_FILE = /design/flow/constraint.sdc
export NUM_CORES = 4
export LEC_CHECK = 1
export CORE_UTILIZATION = 50
```
**constraint.sdc**
```tcl
current_design compare_and_shift

set clk_period 14.2
set clk_io_pct 0.2

create_clock -name clk0 -period $clk_period

set non_clock_inputs [all_inputs -no_clocks]
set_input_delay [expr $clk_period * $clk_io_pct] -clock clk0 $non_clock_inputs
set_output_delay [expr $clk_period * $clk_io_pct] -clock clk0 [all_outputs]
```
==> Slide: Implementation Results <==
Synthesis and Place & Route Summary

Global route
  – First-pass GRT wire length: approximately 16000 um
  – Largest net degree at the start of global routing: 47
  – Vias in the first global route: roughly 3400
  – GRT Total Usage: 33.3%
  – Initial antenna violation count: 0
  – GR Overflow Total: 0

Clock tree
  – Hold buffers post-CTS: 0
  – # resized after CTS: 0
  – Post-CTS setup buffers: 0

Floorplanning
  – Core Footprint: around 5600 um^2
  – Die Ht: around 79 um
  – FP Core Util: about 53%
  – Placement Rows: 27
  – Die width: between 70 and 80 um
  – I/O pin cnt: 120
  – Chip area: ~6300 um^2

Synth
  – Chip Area, Yosys: 2970 um^2
  – Netlist cell types: approximately 64
  – Synth Seq Share: 0%
  – Number of cells in Yosys stat: about 400
  – Gate Count Post-Synth: ~400
  – Area of the mapped netlist: a little under 3000 um^2
  – Yosys warns: 1
  – Avg Cell Area, Syn: 7.42 um^2

Worst hold path
  – Worst hold path depth: 4
  – Hold Path Class: primary input to output pin
  – Worst Hold End: al_man_b[8]
  – Hold Startpoint: man_b[8]

Flow run
  – Tool Warnings: 40
  – Maxcap violations: 0

Route
  – Vias per inst: around 6.3
  – # DRC: 0
  – DRT iter0 DRCs: just under 300
  – N_diodes: 0
  – Vias: about 3500
  – Routed Antenna Nets: 0
  – Final wirelength: between 10000 and 15000 um
  – Wire per inst: between 15 and 20 um
  – DR pass1 iterations: 5

Final timing
  – Final Max Slew Viols: 0
  – Final Cycle Share: about 74%
  – Setup TNS: 0 ns
  – Max frequency: roughly 95 MHz
  – Hold Vio Cnt, Final: 0
  – RSZ-0062 raised after global routing: false
  – Setup violators final: 0
  – Period minus WS final: 10.54 ns
  – Rel. slew slack: about half
  – Measured slew at the worst slew-check pin: 0.754 ns

Setup path
  – Max Fanout on Critical Path: 39
  – Crit path DRT: about 11 ns
  – Crit Path Class: primary input to output pin
  – Critical Path AT: 7.70 ns
  – CP endpoint kind: output pin
  – Critical path launch point type: primary input

Power
  – Pwr dens: ~66 nW/um^2
  – Power share of the combinational group: 100.0%
  – Pwr Total: 0.273 mW
  – Switching share of power: between 50 and 60%
  – Pleak: between 1.5 and 2 nW
  – NetSw: 0.142 mW
  – Clock group share of total power: 0%
  – Sequential share of power: 0%
  – Internal power: around 0.13 mW
  – Maximum VDD drop: 52.4 uV

Placed design
  – Placer Congestion: approximately 1.0
  – I/O Buffers: 120
  – DP HPWL: 8060 um
  – Placed Cells: 562

Layout
  – Dominant logic cell type in the layout: clkdlybuf4s50_1
  – Layout cells sized above 1: roughly 11%
  – Most frequent cells in the layout: clkdlybuf4s50_1, nand2_1, mux4_2, o21ai_0, inv_1
  – Fin cells: around 560
  – Number of clock-tree buffers in the layout: 0
  – Registers: 0
  – Flop area: 0 um^2
  – Synthesis-to-layout area growth: 38.8%

Run status
  – Status: complete, no violations
[area by class of cell]
type	count	area, um^2
multi-input cells	342	2700
repair buffers	126	1250
well taps	72	90.1
fillers	418	1490
inverters	22	82.6
[per-stage QoR]
step	setup slack, ns	utilization [%]	cell area [um^2]	hold WS (ns)
after global routing	3.24	73.5	4120	6.67
after CTS	3.63	73.5	4120	6.63
after detailed placement	3.63	73.5	4120	6.61
final	3.66	73.5	4120	6.63
after global placement	3.76	73.5	4120	6.61
after floorplan	5.69	-	2970	5.73
[worst max path at each step]
stage / to / slack (ns) / startpoint / depth (start not counted)
after CTS: al_man_b[20] / 3.63 / exp_a[0] / 17
after global routing: al_man_a[11] / 3.24 / exp_a[0] / 17
final: al_man_b[20] / 3.66 / exp_a[6] / 16
[power by group through the flow]
stage         clock network [mW]  registers (mW)  logic (mW)
finish                         0               0       0.273
global route                   0               0       0.295
CTS                            0               0       0.271
[cell usage after synthesis, types with 7 or more instances]
cell type | count | area (um^2)
mux2i_1 | 19 | 190
o21ai_0 | 22 | 110
nand3_1 | 11 | 55.1
nor3_1 | 15 | 75.1
nand2_1 | 73 | 274
nor2_1 | 16 | 60.1
o21ai_1 | 9 | 45.0
a21oi_1 | 14 | 70.1
ha_1 | 15 | 188
a22o_1 | 12 | 105
clkbuf_1 | 21 | 78.8
inv_1 | 21 | 78.8
buf_2 | 7 | 35.0
o31ai_1 | 8 | 60.1
mux4_2 | 23 | 518
[worst max-delay path: stages]
cell and delay, ns:
clkdlybuf4s50_1 0.49, inv_1 0.05, ha_1 0.52, nand4_2 0.19
or2_4 0.31, o21ai_4 0.06, buf_4 0.40, buf_4 0.48
mux2_2 0.40, a221oi_2 0.29, xnor2_1 0.09, buf_4 0.20
or3_1 0.48, or2_1 0.28, o21ai_1 0.14, clkdlybuf4s50_1 0.47
[metal layers]
layer / global-route usage (%) / share of wire, % / vias up
li1: - / - / 1712
met1: 46.5 / 42 / 1663
met2: 56.2 / 50 / 153
met3: 4.67 / 6.3 / 19
met4: 5.64 / 1.7 / 0
met5: 0 / 0 / -
[kinds of logic (layout without fill, tap and decap cells)]
group                      count (synthesis)  count (layout)  share of synthesized area, %
AOI/OAI and AO/OA                        121             121                          29.8
xor gates and xnor gates                   3               3                          1.14
adders and majority gates                 17              17                          7.67
buffers and inverters                     58             148                          9.27
muxes                                     52              52                          28.4
and+or+nand+nor                          149             149                          23.7
Power figures rest on the tool's default switching activity, not on a simulated workload.
